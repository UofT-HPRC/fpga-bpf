`./run.sh`:
```
#!/bin/bash
# OpenROAD 26Q1-2900-gdf79404cd8, Yosys 0.63+post, stock flow scripts
make -C /OpenROAD-flow-scripts/flow DESIGN_CONFIG=/design/flow/config.mk WORK_HOME=/design/flow/orfs finish
```
`./config.mk`:
```
export PLATFORM = sky130hd
export DESIGN_NAME = regstrb2mem
export DESIGN_NICKNAME = regstrb2mem
export VERILOG_FILES = /design/flow/design.v
export SDC_FILE = /design/flow/constraint.sdc
export NUM_CORES = 4
export LEC_CHECK = 1
export CORE_AREA = 10 10 70 70
export DIE_AREA = 0 0 80 80
```
`./constraint.sdc`:
```
current_design regstrb2mem

set clk_period 2.2
set clk_io_pct 0.2

create_clock -name clk0 -period $clk_period [get_ports {clk}]

set non_clock_inputs [all_inputs -no_clocks]
set_input_delay [expr $clk_period * $clk_io_pct] -clock clk0 $non_clock_inputs
set_output_delay [expr $clk_period * $clk_io_pct] -clock clk0 [all_outputs]
```
`./design.v`:
```
`timescale 1ns / 1ps
package packet_filter_regs_pkg;
    localparam PACKET_FILTER_REVISION = 10;
    localparam logic [31:0] PACKET_FILTER_DEFAULT_BASEADDR = 32'h00000000;
    localparam logic [31:0] STATUS_OFFSET = 32'h00000000;  
    localparam STATUS_NUM_PACKETS_DROPPED_BIT_OFFSET = 0;  
    localparam STATUS_NUM_PACKETS_DROPPED_BIT_WIDTH = 16;  
    localparam logic [15:0] STATUS_NUM_PACKETS_DROPPED_RESET = 16'b0000000000000000;  
    localparam logic [31:0] CONTROL_OFFSET = 32'h00000004;  
    localparam CONTROL_START_BIT_OFFSET = 0;  
    localparam CONTROL_START_BIT_WIDTH = 1;  
    localparam logic [0:0] CONTROL_START_RESET = 1'b0;  
    localparam logic [31:0] INST_LOW_OFFSET = 32'h00000008;  
    localparam INST_LOW_VALUE_BIT_OFFSET = 0;  
    localparam INST_LOW_VALUE_BIT_WIDTH = 32;  
    localparam logic [31:0] INST_LOW_VALUE_RESET = 32'b00000000000000000000000000000000;  
    localparam logic [31:0] INST_HIGH_OFFSET = 32'h0000000C;  
    localparam INST_HIGH_VALUE_BIT_OFFSET = 0;  
    localparam INST_HIGH_VALUE_BIT_WIDTH = 32;  
    localparam logic [31:0] INST_HIGH_VALUE_RESET = 32'b00000000000000000000000000000000;  
endpackage: packet_filter_regs_pkg
`timescale 1ns / 1ps
package packet_filter_regs_pkg;
    localparam PACKET_FILTER_REVISION = 10;
    localparam logic [31:0] PACKET_FILTER_DEFAULT_BASEADDR = 32'h00000000;
    localparam logic [31:0] STATUS_OFFSET = 32'h00000000;  
    localparam STATUS_NUM_PACKETS_DROPPED_BIT_OFFSET = 0;  
    localparam STATUS_NUM_PACKETS_DROPPED_BIT_WIDTH = 16;  
    localparam logic [15:0] STATUS_NUM_PACKETS_DROPPED_RESET = 16'b0000000000000000;  
    localparam logic [31:0] CONTROL_OFFSET = 32'h00000004;  
    localparam CONTROL_START_BIT_OFFSET = 0;  
    localparam CONTROL_START_BIT_WIDTH = 1;  
    localparam logic [0:0] CONTROL_START_RESET = 1'b0;  
    localparam logic [31:0] INST_LOW_OFFSET = 32'h00000008;  
    localparam INST_LOW_VALUE_BIT_OFFSET = 0;  
    localparam INST_LOW_VALUE_BIT_WIDTH = 32;  
    localparam logic [31:0] INST_LOW_VALUE_RESET = 32'b00000000000000000000000000000000;  
    localparam logic [31:0] INST_HIGH_OFFSET = 32'h0000000C;  
    localparam INST_HIGH_VALUE_BIT_OFFSET = 0;  
    localparam INST_HIGH_VALUE_BIT_WIDTH = 32;  
    localparam logic [31:0] INST_HIGH_VALUE_RESET = 32'b00000000000000000000000000000000;  
endpackage: packet_filter_regs_pkg
`timescale 1ns / 1ps
module regstrb2mem # (
    parameter CODE_ADDR_WIDTH = 9
)(
	input wire clk,
	output reg [CODE_ADDR_WIDTH-1:0] code_mem_wr_addr = 0,
	output wire [64-1:0] code_mem_wr_data,
	output wire code_mem_wr_en,
	input wire [31:0] inst_high_value,
	input wire inst_high_strobe,
	input wire [31:0] inst_low_value,
	input wire inst_low_strobe,
	input wire control_start
);
wire [CODE_ADDR_WIDTH-1:0] next_code_mem_wr_addr;
assign code_mem_wr_data = {inst_high_value, inst_low_value};
reg inst_low_valid = 0, inst_high_valid = 0;
wire next_inst_low_valid, next_inst_high_valid;
assign code_mem_wr_en = !control_start &&(
	(inst_low_valid && inst_high_strobe) ||
	(inst_high_valid && inst_low_strobe)
);
assign next_inst_high_valid = (!code_mem_wr_en) && (inst_high_strobe || inst_high_valid);	
assign next_inst_low_valid = (!code_mem_wr_en) && (inst_low_strobe || inst_low_valid);
assign next_code_mem_wr_addr = (code_mem_wr_en ? code_mem_wr_addr+1 : code_mem_wr_addr);
always @(posedge clk) begin
	if (control_start)
		code_mem_wr_addr <= 0;
	else
		code_mem_wr_addr <= next_code_mem_wr_addr;
	inst_high_valid <= next_inst_high_valid;
	inst_low_valid <= next_inst_low_valid;
end
endmodule
```
==> results.txt <==
run metrics: outcome=completed, Worst setup SP type=input pin, kind of critical path=in -> out, Layout area overhead=-27.8%, most numerous logic cells after layout=13 x clkdlybuf4s50_1, 11 x dfxtp_1, 7 x nor2_1, 7 x a21oi_1, Via density=approximately 4.7, vias in the first global route=about 500, Worst Max-Slew Pin Slew=approximately 0.21 ns, FP Util=approximately 28%, Top-area cell share=around half, Slew Limit Fails=0, crit-path max FO=2, total placed cells including tap cells=~110, Die Span Y=approximately 80 um, die area=6400 um^2, CTS Buffer Depth=2, DP Area=approximately 670 um^2, drt first pass iters=4, Overall Global Routing Usage=under 10%, Ant. Diodes=0, Antenna Nets Post-Route=0, Avg WL per Cell=about 14 um, mux share=~1.0%, Pleak=0.230 nW, Max Clock Skew=slightly below 0.001 ns, fillcell total=between 300 and 400, via count=540, main logic family after synthesis=buffers and inverters, Synth Area per Inst=8.26 um^2, Setup Viol. Count Final=0, # Post-CTS Setup Buffers=0, clock slew at reported path FFs=around 0.07 ns, Core ar.=approximately 3400 um^2, Post-Syn Area=about 960 um^2, FP Rows=21, io pins=142, final setup TNS=0 ns, Routed WL=1590 um, die width=~80 um, worst setup margin=around 0.11 ns, worst path required time=around 1.8 ns, Min Hold Slack=0.472 ns, DRC=0, Max-cap violations=0, Post-Layout Cell Count=between 100 and 150, most common cell type on the critical path=clkdlybuf4s50_1, CP max-delay cell=clkdlybuf4s50_1, fmax=approximately 0.48 GHz, Skew-Pair Late Insertion Delay=0.26 ns, largest net degree at the start of global routing=17, RSZ-0062 raised after global routing=false, PnR Total Power=about 0.43 mW, initial drt markers=approximately 80, Yosys cell types=18, Resized cells post-CTS=0, CTS tree=built, Slew headroom=86.0%, Log Warnings=25, Critical Path End Type=output port, post-synthesis register bit count=11, top cells, area=buf_4 50%, dfxtp_1 23%, a21oi_1 3.7%, o31ai_1 3.1%, or4_1 3.1%, layout cell share with drive strength beyond 1=11.4%, fraction of the mapped netlist area in compound gates=9.14%, Post-synth seq share=23.0%, cell area after layout=approximately 690 um^2, Yosys Instances=~120, CTS sink count=11, crit path DAT=1.65 ns, min Tclk post-route=between 2 and 2.5 ns, total grt overflow=0, Yosys Warn Count=1, Simple Share, Synth=11.7%, GPL Wtd Cong=a little over 0.8, most frequent logic cell in the layout=clkdlybuf4s50_1, post-synth area from yosys stat=958 um^2, fin crit share=between 90% and 100%, Storage cell area=between 200 and 250 um^2, Root Driver=clkbuf_4, cell taking the most area after synthesis=buf_4, CP Cell Sequence=clkdlybuf4s50_1 > a22oi_1 > nor2_1 > clkdlybuf4s50_1, Final Core Density=slightly above 20%, VDD IR-drop max=roughly 0.00035 V, yosys xor share=less than 1%, Hold Violations, Final=0, CTS buffer count=3, Slowest Stage Delay on Critical Path=0.49 ns, port buffer count=13, CTS H-Tree Depth=1, initial antenna violation count=0, first-pass GRT wire length=2510 um, post-cts hold-fix buffer tally=0, HPWL after detailed placement=roughly 1200 um, Pwr Density=622 nW/um^2, min-delay worst type=reg -> reg, MI comb area=approximately 230 um^2, adder share=under 10%, synthesized instance count=116, Place WS=between 0.1 and 0.15 ns
==> cells in the mapped netlist <==
master   number
or3_2         1
nand4_2       1
ha_1          1
o21ai_0       3
dfxtp_1      11
mux2i_1       1
inv_1         1
or3_1         2
nor2_1        7
nand3_1       4
nand2_1       1
o31ai_1       4
or4_1         4
a22oi_1       1
a21oi_1       7
buf_4        64
buf_6         2
xor2_1        1
==> layout make-up <==
cell class                      instances  area share [%]
Multi-Input combinational cell         38            33.5
Clock buffer                            4            3.80
Tap cell                               46            8.32
Sequential cell                        11            31.8
Timing Repair Buffer                   16            22.1
Inverter                                1           0.542
==> registers in the layout (all words and copies together) (netlist names) <==
name	count
code_mem_wr_addr	9
inst_low_valid	1
inst_high_valid	1
==> cells by family after synthesis <==
kind of cell / count (synthesis)
flip-flops: 11
multiplexers: 1
AND-OR/OR-AND: 15
AND/OR/NAND/NOR: 20
buffers and inverters: 67
XOR/XNOR: 1
adder cells (fa/ha/maj): 1
==> layer usage <==
metal  GRT usage (%)  part of all wire [%]  up-vias
met2            5.14                    33       42
li1                -                     -      235
met4            5.11                   8.7        0
met5               0                     0        -
met3            3.98                    19       28
met1            5.44                    39      235
==> worst paths after layout <==
path	startpoint	endpoint	slack [ns]	cells after the start
min reg2reg	inst_high_valid	inst_high_valid	0.47	2
min	inst_high_valid	inst_high_valid	0.47	2
max	inst_high_strobe	code_mem_wr_en	0.11	4
max reg2reg	code_mem_wr_addr[0]	code_mem_wr_addr[6]	0.77	4
==> where the power goes <==
part	leakage (nW)	switching, mW	internal [mW]
Clock	0.0150	0.0634	0.0701
Combinational	0.125	0.0306	0.0397
Sequential	0.0897	0.0137	0.213
Total	0.230	0.108	0.322
==> worst max-delay path, delay by kind of cell <==
kind,cells,cell delay (ns)
buffers and inverters,2,0.97
AND-OR/OR-AND,1,0.10
AND/OR/NAND/NOR,1,0.14
Power figures rest on the tool's default switching activity, not on a simulated workload.
